**flow/run.sh**
```bash
#!/bin/bash
# OpenROAD 26Q1-2900-gdf79404cd8, Yosys 0.63+post, stock flow scripts
make -C /OpenROAD-flow-scripts/flow DESIGN_CONFIG=/design/flow/config.mk WORK_HOME=/design/flow/orfs finish
```
**flow/constraint.sdc**
```tcl
current_design bridge

set clk_period 6.3
set clk_io_pct 0.2

create_clock -name clk0 -period $clk_period [get_ports {aclk}]

set non_clock_inputs [all_inputs -no_clocks]
set_input_delay [expr $clk_period * $clk_io_pct] -clock clk0 $non_clock_inputs
set_output_delay [expr $clk_period * $clk_io_pct] -clock clk0 [all_outputs]
```
**flow/design.v**
```verilog
module bridge(
    input         aclk              ,
    input         reset             ,
    input         inst_sram_req     ,            
    input         inst_sram_wr      ,            
    input  [ 1:0] inst_sram_size    ,            
    input  [ 3:0] inst_sram_wstrb   ,            
    input  [31:0] inst_sram_addr    ,            
    input  [31:0] inst_sram_wdata   ,            
    output        inst_sram_addr_ok ,            
    output        inst_sram_data_ok ,            
    output [31:0] inst_sram_rdata   ,            
    input         data_sram_req     ,
    input         data_sram_wr      ,
    input  [ 1:0] data_sram_size    ,
    input  [ 3:0] data_sram_wstrb   ,
    input  [31:0] data_sram_addr    ,
    input  [31:0] data_sram_wdata   ,
    output        data_sram_addr_ok ,
    output        data_sram_data_ok ,
    output [31:0] data_sram_rdata   ,
    output [ 3:0] arid              ,
    output [31:0] araddr            ,
    output [ 7:0] arlen             ,
    output [ 2:0] arsize            ,
    output [ 1:0] arburst           ,
    output [ 1:0] arlock            ,
    output [ 3:0] arcache           ,
    output [ 2:0] arprot            ,
    output        arvalid           ,
    input         arready           ,
    input  [ 3:0] rid               ,
    input  [31:0] rdata             ,
    input  [ 1:0] rresp             ,
    input         rlast             ,
    input         rvalid            ,
    output        rready            ,
    output [ 3:0] awid              ,
    output [31:0] awaddr            ,
    output [ 7:0] awlen             ,
    output [ 2:0] awsize            ,
    output [ 1:0] awburst           ,
    output [ 1:0] awlock            ,
    output [ 3:0] awcache           ,
    output [ 2:0] awprot            ,
    output        awvalid           ,
    input         awready           ,
    output [ 3:0] wid               ,
    output [31:0] wdata             ,
    output [ 3:0] wstrb             ,
    output        wlast             ,
    output        wvalid            ,
    input         wready            ,
    input  [ 3:0] bid               ,
    input  [ 1:0] bresp             ,
    input         bvalid            ,
    output        bready            ,
    input         wb_ex             
);
assign inst_sram_addr_ok = ~arid & arready;
assign inst_sram_data_ok = ~rid & rvalid; 
assign inst_sram_rdata = rdata;
assign data_sram_addr_ok = (arid & arready) | (addr_ok & awid & wready & wvalid | data_ok & awid & awready & awvalid);
        reg addr_ok;
        reg data_ok;
        always @(posedge aclk) begin
            if (reset) begin
                addr_ok <= 0;
                data_ok <= 0;
            end
            if (awid & awready & awvalid) begin
                addr_ok <= 1;
            end
            if (awid & wready & wvalid) begin
                data_ok <= 1;
            end
            if (addr_ok & data_ok) begin
                addr_ok <= 0;
                data_ok <= 0;
            end
        end
assign data_sram_data_ok = (rid & rvalid) | bvalid;
assign data_sram_rdata = rdata;
assign arid = req_togeter ? reg_arid : (data_sram_req & ~data_sram_wr & inst_sram_req & ~inst_sram_wr) | (data_sram_req & ~data_sram_wr);
        reg req_togeter;                 
        reg reg_arid;
        always @(posedge aclk) begin
            if (reset) begin
                req_togeter <= 0;
            end
            else if (data_sram_req & ~data_sram_wr | inst_sram_req & ~inst_sram_wr) begin
                req_togeter <= 1;
                reg_arid <= arid;
            end
            if (arready) begin
                req_togeter <= 0;
            end
        end
assign araddr = arid ? data_sram_addr : reg_araddr ? valid_reg_araddr : inst_sram_addr;
reg reg_araddr;
reg [31:0] valid_reg_araddr;
always @(posedge aclk) begin
    if (reset) begin
        reg_araddr <= 0;
        valid_reg_araddr <= 0;
    end
    else if (inst_sram_req) begin
        reg_araddr <= 1;
        valid_reg_araddr <= inst_sram_addr;
    end
    if (inst_sram_addr_ok) begin
        reg_araddr <= 0;
    end
end
assign arlen = 8'b00000000;
assign arsize = arid ? {1'b0,data_sram_size} : {1'b0,inst_sram_size};
assign arburst = 2'b01;
assign arlock = 2'b00;
assign arcache = 4'b0000;
assign arprot = 3'b000;
assign arvalid = ((inst_sram_req & ~inst_sram_wr) | (data_sram_req & ~data_sram_wr)) & ~reset &~rvalid;
assign rready = 1'b1;
assign awid = 4'b0001;
assign awaddr = data_sram_addr;
assign awlen = 8'b00000000;
assign awsize = {1'b0,data_sram_size};
assign awburst = 2'b01;
assign awlock = 2'b00;
assign awcache = 4'b0000;
assign awprot = 3'b000;
assign awvalid = data_sram_req & data_sram_wr  & ~addr_ok;
assign wid = 4'b0001;
assign wdata = data_sram_wdata;
assign wstrb = data_sram_wstrb;
assign wlast = 1'b1;
assign wvalid = data_sram_req & data_sram_wr & ~data_ok;
assign bready = 1'b1;
endmodule
```
**flow/config.mk**
```make
export PLATFORM = sky130hd
export DESIGN_NAME = bridge
export DESIGN_NICKNAME = bridge
export VERILOG_FILES = /design/flow/design.v
export SDC_FILE = /design/flow/constraint.sdc
export NUM_CORES = 4
export LEC_CHECK = 1
export CORE_AREA = 10 10 171 171
export DIE_AREA = 0 0 181 181
```
==> ci_impl_report.md <==
### Flow metrics

| Metric | Value |
|---|---|
| Status | `finished, final reports clean` |
| Final Worst Setup Slack | `1.46 ns` |
| Chip Area, Yosys | `0.00374 mm^2` |
| Worst r2r path cells | `4` |
| Rel. slew slack | `50.7%` |
| I/O Buffers | `155` |
| Synthesized registers | `37` |
| Critical path startpoint category | `input pin` |
| Resized Gates After CTS | `0` |
| Static Leak | `0.00191 uW` |
| DRT Pass-1 Iters | `4` |
| CTS H-tree lvls | `2` |
| Initial Utilization | `14.8%` |
| Avg Cell Area, Syn | `9.38 um^2` |
| Vias in the first global route | `2,625` |
| Yosys cell types | `27` |
| Origin of the critical flop-to-flop path | `reg_arid` |
| Core ar. | `0.0253 mm^2` |
| Placed Area | `0.00439 mm^2` |
| Setup violations, final | `0` |
| Power Dens Cells | `176 mW/mm^2` |
| Worst vdd ir | `0.0889 mV` |
| Number of max-cap violations | `0` |
| Synth warn | `1` |
| Ports | `427` |
| Worst r2r dst | `reg_arid` |
| Gpl congestion | `0.701` |
| Clock-pin transition on the worst setup and hold timing paths | `0.06 ns` |
| Dominant logic cell type in the layout | `clkdlybuf4s50_1` |
| Critical path origin | `data_sram_wr` |
| First-pass GRT wire length | `15,900 um` |
| Largest net degree at the start of global routing | `38` |
| Synth Cell Area | `0.00374 mm^2` |
| Initial detailed-routing violation count | `56` |
| Die H | `181 um` |
| Syn Inst Count | `399` |
| Unrepaired setup endpoints after global routing | `false` |
| CTS tree | `done` |
| Slew Limit Fails | `0` |
| DRT Wirelength | `10,800 um` |
| Slew @ Worst Pin | `0.739 ns` |
| Total number of vias | `2,295` |
| HPWL after detailed placement | `8410 um` |
| CTS Root Cell | `clkbuf_16` |
| Post-layout min period | `4.84 ns` |
| Ant diodes | `0` |
| OpenROAD warning count | `74` |
| Worst Path Required | `5.04 ns` |
| Post-route setup TNS | `0 ns` |
| Most frequent cells in the layout | `clkdlybuf4s50_1 (153), conb_1 (54), mux2_2 (39)` |
| Hold buffers post-CTS | `0` |
| Final hold vios | `0` |
| Layout cells sized above 1 | `19.8%` |
| Design area | `0.00456 mm^2` |
| Area Growth Syn to Fin | `21.9%` |
| Fin cells | `744` |
| CP arrival | `3.58 ns` |
| GRT overflow | `0` |
| Fin Clk Skew | `0.000424 ns` |
| Cells after DPL | `736` |
| CP Class | `input pin to primary output` |
| Die Size | `0.0328 mm^2` |
| Post-route clock period utilization | `76.8%` |
| DR WL/cell | `14.5 um` |
| Critical path endpoint category | `primary output` |
| Fmax | `207 MHz` |
| # DRC | `0` |
| Pre-CTS WS | `1.38 ns` |
| R2R setup slack | `4.55 ns` |
| CP Max Fanout | `20` |
| Antenna-violating nets left | `0` |
| Post-CTS Setup Inserts | `0` |
| CTS sink count | `37` |
| FP Rows | `58` |
| Worst setup path endpoint | `araddr[0]` |
| Min-Delay Path Class | `flip-flop to flip-flop` |
| Seq/Total Area, Yosys | `20.1%` |
| Vias per cell | `3.08` |
| Die X | `181 um` |
| Clock buffer depth | `2` |
| Cell count listed in synth_stat.txt | `399` |
| GRT Util Overall | `6.20%` |
| Insertion Delay late pin | `0.29 ns` |
| Antenna violations before repair | `0` |
| Num CTS Buffers | `5` |
[cell type report]
| cell class | instances | area [um^2] |
|---|---|---|
| Sequential cell | 37 | 752 |
| Inverter | 5 | 18.8 |
| Timing Repair Buffer | 159 | 1580 |
| Clock buffer | 8 | 168 |
| Multi-Input combinational cell | 205 | 1630 |
| Fill cell | 2762 | 20800 |
| Tap cell | 330 | 413 |
[critical path, stage by stage]
cell and delay (ns):
clkdlybuf4s50_1 0.48, nand2b_4 0.13, o21a_2 0.60, buf_12 0.28
mux2_2 0.37, clkdlybuf4s50_1 0.45
[flip-flops by register name, indices dropped and copies added (netlist names)]
name / cells
req_togeter: 1
valid_reg_araddr: 32
reg_arid: 1
data_ok: 1
reg_araddr: 1
addr_ok: 1
[per-stage QoR]
stage / utilization (%) / hold slack (ns) / total power [uW]
global route: 18.0 / 0.504 / 860
finish: 18.0 / 0.480 / 803
detailed placement: 17.4 / 0.472 / 517
CTS: 18.0 / 0.484 / 835
floorplan: - / 0.441 / 439
global placement: 17.4 / 0.461 / 516
[power breakdown]
group	internal, uW	total (uW)	switching, uW
Clock	182	299	116
Combinational	175	248	72.9
Sequential	249	256	6.25
[routing by layer]
metal / part of all wire (%) / GRT usage, %
met5: 0 / 0
met4: 4.0 / 2.34
met3: 11 / 3.30
met2: 47 / 10.2
met1: 37 / 6.61
[cell usage after synthesis]
library cell	n	share of area, %
a32o_1	1	0.27
mux2_2	39	12
buf_12	2	1.1
nor2b_1	2	0.33
nand2_1	3	0.30
a22o_1	1	0.23
mux2i_1	32	8.6
conb_1	2	0.20
o2bb2ai_1	1	0.23
buf_6	4	1.2
buf_4	188	38
edfxtp_1	1	0.80
dfxtp_1	36	19
o21a_1	1	0.20
a2bb2oi_1	1	0.23
nand2b_4	1	0.37
nor2_1	36	3.6
a211oi_1	2	0.40
buf_2	6	0.80
and2_1	1	0.17
a21boi_0	1	0.20
a21o_1	1	0.20
nor3_1	1	0.13
inv_1	5	0.50
mux2_4	27	11
buf_1	1	0.10
clkbuf_1	3	0.30
[how the worst min path moves through the flow]
stage | depth (start not counted) | startpoint | to | slack, ns
final | 2 | req_togeter | req_togeter | 0.48
after global routing | 2 | valid_reg_araddr[18] | valid_reg_araddr[18] | 0.50
after CTS | 2 | req_togeter | req_togeter | 0.48
[kinds of logic after synthesis]
logic type,share of synthesized area [%]
buffers and inverters,41.7
AND/OR/NAND/NOR,4.92
other,0.201
AND-OR/OR-AND,1.97
multiplexers,31.1
flip-flops,20.1
No activity file was given, so power comes from the tool's default toggle rates.
